===== run.sh =====
#!/bin/bash
# OpenROAD 26Q1-2900-gdf79404cd8, Yosys 0.63+post, stock flow scripts
make -C /OpenROAD-flow-scripts/flow DESIGN_CONFIG=/design/flow/config.mk WORK_HOME=/design/flow/orfs finish

===== config.mk =====
export PLATFORM = sky130hd
export DESIGN_NAME = router_reg
export DESIGN_NICKNAME = router_reg
export VERILOG_FILES = /design/flow/design.v
export SDC_FILE = /design/flow/constraint.sdc
export NUM_CORES = 4
export LEC_CHECK = 1
export CORE_AREA = 10 10 102 102
export DIE_AREA = 0 0 112 112

===== constraint.sdc =====
current_design router_reg

set clk_period 2.0
set clk_io_pct 0.2

create_clock -name clk0 -period $clk_period [get_ports {clock}]

set non_clock_inputs [all_inputs -no_clocks]
set_input_delay [expr $clk_period * $clk_io_pct] -clock clk0 $non_clock_inputs
set_output_delay [expr $clk_period * $clk_io_pct] -clock clk0 [all_outputs]

===== design.v =====
module router_reg(
    input clock,
    input resetn,
    input pkt_valid,
    input [7:0] data_in,
    input fifo_full,
    input rst_int_reg,
    input detect_add,
    input ld_state,
    input laf_state,
    input full_state,
    input lfd_state,
    output reg parity_done,
    output reg low_pkt_valid,
    output reg err,
    output reg [7:0] dout
);
    reg [7:0] header_byte;
    reg header_latched;
    reg prev_parity_done;
    always @(posedge clock or negedge resetn) begin
        if (!resetn) begin
            parity_done <= 0;
            low_pkt_valid <= 0;
            err <= 0;
            dout <= 8'b0;
            header_byte <= 8'b0;
            header_latched <= 0;
            prev_parity_done <= 0;
        end else begin
            if (ld_state && !fifo_full && !pkt_valid) begin
                parity_done <= 1;
            end else if (laf_state && low_pkt_valid && !prev_parity_done) begin
                parity_done <= 1;
            end
            prev_parity_done <= parity_done;
            if (rst_int_reg) begin
                low_pkt_valid <= 0;
            end else if (ld_state && !pkt_valid) begin
                low_pkt_valid <= 1;
            end else begin
                low_pkt_valid <= 0;
            end
            if (detect_add && pkt_valid && !header_latched) begin
                header_byte <= data_in;
                header_latched <= 1;
            end
            if (lfd_state && header_latched) begin
                dout <= header_byte;
            end else if (ld_state) begin
                dout <= data_in;
            end
            if (fifo_full && !pkt_valid && ld_state) begin
                err <= 1;
            end else begin
                err <= 0;
            end
        end
    end
endmodule

==> Changelog: implementation <==
### Metrics

* Die width at roughly 110 um
* Worst r2r src: header_latched$_DFFE_PN0P_
* RD Place Congestion at ~0.7
* DP Cell Count at around 200
* Slew HR at between 70% and 80%
* Synthesized area at 882.1 sq um
* Setup crit end: dout[1]
* Min Tclk post-route at between 1500 and 2000 ps
* Non-filler cells in the finished layout at around 200
* Critical path, cell by cell: clkdlybuf4s50_1
* Clk buf depth at 2
* CP Capture Type: primary output
* Final Hold Viols at 0
* DRC violations left at 0
* Largest cells by area: dfrtp_1, mux2_2, mux2i_1
* CP max-delay cell: clkdlybuf4s50_1
* Grt ovf at 0
* Crit path DAT at 1100 ps
* Row cnt at 33
* Worst reg2reg path depth at 2
* Crit path buf inv count at 1
* Comb pwr share at 18.2%
* WL met1 at roughly 1100 um
* Seq cells post-synth at 21
* FP Util at around 11%
* Max frequency at 665.3 MHz
* WP data required at ~1600 ps
* WL met3 at roughly 230 um
* Post-cts resize count at 0
* Crit start category: flop
* Port bufs at 27
* TritonRoute pass-1 iters at 4
* MI comb area at about 320 sq um
* CTS tree: yes
* Cell depth of the worst setup path at 1
* Final tally of setup violations at 0
* Top cell family by delay on the critical path: buffers and inverters
* Num Clock Sinks at 21
* Post-Syn Area per Cell at 13.57 sq um
* CP Max Fanout at 2
* Min-delay worst type: flop to flop
* Tool Warnings at 26
* ANT cells at 0
* Clk pwr share at between 20% and 30%
* Core footprint at 8217 sq um
* DP HPWL at about 1800 um
* Sw Pwr at approximately 0.00022 W
* First-pass GRT wire length at about 3700 um
* YS warnings at 1
* Unique cell types at 14
* Die Area at 12540 sq um
* Layout cell share with drive strength beyond 1 at about a fifth
* IO Pins at 29
* Post-route ant nets at 0
* Pins Over Slew Limit at 0
* YS chip area at just under 900 sq um
* Initial antenna violation count at 0
* Gr usage total at ~3.6%
* Uppermost layer routed: met3
* Clk latency late pin at about 260 ps
* Internal at 0.0007367 W
* Post-CTS setup repair buffer count at 0
* Largest net degree at the start of global routing at 22
* Synth area leader: dfrtp_1
* Leak Pwr at ~0.55 nW
* Flop area at 525.5 sq um
* Iter 0 DRT Violations at 30
* Outcome: finished clean
* Max VDD drop at between 0.0003 and 0.0004 V
* Clock transition at the registers of the reported paths at approximately 80 ps
* DIE HEIGHT at 112 um
* Num CTS Buffers at 3
* Clock skew at 5.305 ps
* Vias in the first global route at approximately 690
* Max incr delay on CP at 500 ps
* Setup Crit Path Kind: flop to primary output
* Vias/cell at about 3.0
* Pwr/cell area at 723.6 nW/um^2
* Cycle use final at 75.15%
* Synth Seq Share at roughly 60%
* Max-capacitance violation count at 0
* Area share, top type at between 50% and 60%
* R2R Setup Slk at between 600 and 700 ps
* # Cells Yosys at approximately 65
* Final Util at ~16%
* Root Buffer Master: clkbuf_8
* Cts-stage hold buffer count at 0
* Reg power frac at about 53%
* Wire per inst at about 12 um
* Vias at just over 600
* Worst R2R End: header_byte[3]$_DFFE_PN0P_
* Hold WS at a little over 400 ps
* Switching Fraction at about 23%
* Critical path startpoint: dout[1]$_DFFE_PN0P_
* # H-tree levels at 1
* WL met2 at about 1000 um
* Setup TNS at 0 ps
* Filler cells at 903
* RSZ-0062 raised after global routing: false
* Least-Margin Pin Slew at approximately 380 ps
* Final WL at 2318 um
* Mapped Cells at between 60 and 70
* Synthesis-to-layout area growth at 49.65%
[routing by layer]
layer	up-vias	GRT usage, %
met3	0	1.737
met2	24	5.245
met4	0	0.08460
met1	293	5.033
met5	-	0
li1	292	-
[sequential cells by signal (all words and copies together) (netlist names)]
name              flops
low_pkt_valid         1
header_byte           8
prev_parity_done      1
header_latched        1
parity_done           1
dout                  8
err                   1
[through the flow]
stage               total power [W]  instance area [sq um]  worst slack [ps]
global placement          0.0006916                   1274             367.6
finish                    0.0009552                   1320             496.9
detailed placement        0.0006947                   1274             369.2
global route               0.001019                   1320             445.9
floorplan                 0.0005705                  882.1             999.4
CTS                       0.0009781                   1320             470.0
[cells in the mapped netlist]
cell type and n:
dfrtp_1 21, mux2_2 8, mux2i_1 8, nand3_1 8, o21ai_0 8, buf_2 2
buf_6 2, nor3b_1 2, a21o_2 1, a311o_1 1, and2_1 1, and3b_2 1
inv_1 1, nand3b_4 1
[area by class of cell]
cell class | instances | area share, %
Timing Repair Buffer | 30 | 22.18
Inverter | 1 | 0.2844
Tap cell | 105 | 9.953
Sequential cell | 21 | 39.81
Multi-Input combinational cell | 39 | 24.27
Clock inverter | 1 | 0.3791
Clock buffer | 3 | 3.128
[power groups by stage]
stage	Sequential, W	Combinational [W]	Clock (W)
CTS	0.000508	0.000181	0.000290
global route	0.000515	0.000194	0.000309
finish	0.000507	0.000174	0.000274
[layout by cell type (no fill, tap or decap)]
cell	n
inv_1	1
nand3_1	8
buf_4	3
a21o_2	1
and2_1	1
clkinv_2	1
dfrtp_1	21
nand3b_4	1
clkbuf_8	3
mux2_2	8
mux2i_1	8
clkdlybuf4s50_1	27
nor3b_1	2
and3b_2	1
o21ai_0	8
a311o_1	1
[how the worst min path moves through the flow]
stage / start / endpoint / depth (start not counted)
finish: parity_done$_DFFE_PN0P_ / prev_parity_done$_DFF_PN0_ / 0
global route: parity_done$_DFFE_PN0P_ / prev_parity_done$_DFF_PN0_ / 0
CTS: parity_done$_DFFE_PN0P_ / prev_parity_done$_DFF_PN0_ / 0
[cell families (layout without fill, tap and decap cells)]
group / after synthesis / after routing / share of synthesized area, %
compound gates: 10 / 10 / 6.667
buf+inv: 5 / 35 / 4.113
simple gates: 13 / 13 / 10.35
flops: 21 / 21 / 59.57
mux: 16 / 16 / 19.29
Power and IR drop assume default switching activity.
