==> design/flow/design.v <==
module fsm(
    input clk,
    input resetn,
    input pkt_valid,
    input parity_done,
    input soft_reset_0, soft_reset_1, soft_reset_2,
    input fifo_full,
    input low_pkt_valid,
    input fifo_empty_0, fifo_empty_1, fifo_empty_2,
    input [1:0] data_in, 
    output reg detect_add,
    output reg Id_state,
    output reg laf_state,
    output reg full_state,
    output reg write_enb_reg,
    output reg rst_int_reg,
    output reg lfd_state,
    output reg busy
);
    parameter IDLE              = 3'b000,
              DECODE_ADDRESS    = 3'b001,
              WAIT_TILL_EMPTY   = 3'b010,
              LOAD_FIRST_DATA   = 3'b011,
              LOAD_DATA         = 3'b100,
              FIFO_FULL_STATE   = 3'b101,
              LOAD_AFTER_FULL   = 3'b110,
              LOAD_PARITY       = 3'b111,
              CHECK_PARITY_ERROR = 3'b1000; 
    reg [3:0] state, next_state;
    always @(posedge clk or negedge resetn) begin
        if (!resetn) begin
            state <= IDLE;
        end else if (soft_reset_0 || soft_reset_1 || soft_reset_2) begin
            state <= DECODE_ADDRESS; 
        end else begin
            state <= next_state;
        end
    end
    always @(*) begin
        next_state = state;
        detect_add = 0;
        Id_state = 0;
        laf_state = 0;
        full_state = 0;
        write_enb_reg = 0;
        rst_int_reg = 0;
        lfd_state = 0;
        busy = 0;
        case (state)
            IDLE: begin
                if (pkt_valid) begin
                    next_state = DECODE_ADDRESS;
                end
            end
            DECODE_ADDRESS: begin
                detect_add = 1;
                if ((pkt_valid && (data_in == 2'b00) && fifo_empty_0) ||
                    (pkt_valid && (data_in == 2'b01) && fifo_empty_1) ||
                    (pkt_valid && (data_in == 2'b10) && fifo_empty_2)) begin
                    next_state = LOAD_FIRST_DATA;
                end else if ((pkt_valid && (data_in == 2'b00) && !fifo_empty_0) ||
                             (pkt_valid && (data_in == 2'b01) && !fifo_empty_1) ||
                             (pkt_valid && (data_in == 2'b10) && !fifo_empty_2)) begin
                    next_state = WAIT_TILL_EMPTY;
                end
            end
            WAIT_TILL_EMPTY: begin
                busy = 1;
                if ((fifo_empty_0 && (data_in == 2'b00)) ||
                    (fifo_empty_1 && (data_in == 2'b01)) ||
                    (fifo_empty_2 && (data_in == 2'b10))) begin
                    next_state = LOAD_FIRST_DATA;
                end
            end
            LOAD_FIRST_DATA: begin
                lfd_state = 1;
                write_enb_reg = 1;
                busy = 1;
                next_state = LOAD_DATA;
            end
            LOAD_DATA: begin
                write_enb_reg = 1;
                if (fifo_full) begin
                    next_state = FIFO_FULL_STATE;
                end else if (!fifo_full && !pkt_valid) begin
                    next_state = LOAD_PARITY;
                end
            end
            FIFO_FULL_STATE: begin
                full_state = 1;
                busy = 1;
                if (!fifo_full) begin
                    next_state = LOAD_AFTER_FULL;
                end
            end
            LOAD_AFTER_FULL: begin
                laf_state = 1;
                write_enb_reg = 1;
                busy = 1;
                if (parity_done) begin
                    next_state = DECODE_ADDRESS;
                end else if (low_pkt_valid) begin
                    next_state = LOAD_PARITY;
                end else begin
                    next_state = LOAD_DATA;
                end
            end
            LOAD_PARITY: begin
                write_enb_reg = 1;
                busy = 1;
                next_state = CHECK_PARITY_ERROR;
            end
            CHECK_PARITY_ERROR: begin
                rst_int_reg = 1;
                busy = 1;
                if (fifo_full) begin
                    next_state = FIFO_FULL_STATE;
                end else begin
                    next_state = DECODE_ADDRESS;
                end
            end
            default: begin
                next_state = IDLE; 
            end
        endcase
    end
endmodule
==> design/flow/run.sh <==
#!/bin/bash
# OpenROAD 26Q1-2900-gdf79404cd8, Yosys 0.63+post, stock flow scripts
make -C /OpenROAD-flow-scripts/flow DESIGN_CONFIG=/design/flow/config.mk WORK_HOME=/design/flow/orfs finish
==> design/flow/config.mk <==
export PLATFORM = sky130hd
export DESIGN_NAME = fsm
export DESIGN_NICKNAME = fsm
export VERILOG_FILES = /design/flow/design.v
export SDC_FILE = /design/flow/constraint.sdc
export NUM_CORES = 4
export LEC_CHECK = 1
export CORE_AREA = 10 10 76 76
export DIE_AREA = 0 0 86 86
==> design/flow/constraint.sdc <==
current_design fsm

set clk_period 1.1
set clk_io_pct 0.2

create_clock -name clk0 -period $clk_period [get_ports {clk}]

set non_clock_inputs [all_inputs -no_clocks]
set_input_delay [expr $clk_period * $clk_io_pct] -clock clk0 $non_clock_inputs
set_output_delay [expr $clk_period * $clk_io_pct] -clock clk0 [all_outputs]
==> results.sh <==
# yosys + openroad results
export IMPL_p_leak_nw=0.410
export IMPL_worst_r2r_startpoint="state[6]"
export IMPL_track_usage=0.0387
export IMPL_rows=23
export IMPL_path_max_fanout=2
export IMPL_cts_tree="built"
export IMPL_grt_max_degree=9
export IMPL_max_freq_ghz=0.755
export IMPL_synth_largest_area_cell="dfrtp_1"
export IMPL_cts_buffer_depth=2
export IMPL_ys_warn_count=2
export IMPL_finalCritPeriodShare=1.20
export IMPL_syn_area_sq_um=405
export IMPL_rsz0062_at_grt="true"
export IMPL_chip_area_sq_um=7400
export IMPL_worstSetupPathType="reg -> out"
export IMPL_mostFrequentLayoutCell="buf_4"
export IMPL_vias_per_cell=3.43
export IMPL_numPortBuffers=19
export IMPL_yosysChipArea_sq_um=405
export IMPL_path_clk_slew_ns=0.04
export IMPL_detail_route_first_pass_iterations=4
export IMPL_io_pins=22
export IMPL_antenna_found_initial=0
export IMPL_root_buffer="clkbuf_8"
export IMPL_clock_latency_ns=0.22
export IMPL_numSynthFlops=8
export IMPL_crit_path_end_kind="primary output"
export IMPL_overflow=0
export IMPL_wirelength_microns=1510
export IMPL_reg2reg_slack_ns=-0.13
export IMPL_drc=0
export IMPL_vias=453
export IMPL_most_common_layout_cells="buf_4 (14), clkdlybuf4s50_1 (8), buf_6 (8)"
export IMPL_crit_required_ns=0.88
export IMPL_final_layout_size_suffix_gt1_frac=0.427
export IMPL_design_area_sq_um=868
export IMPL_setup_ws_ns=-0.224
export IMPL_largest_registers="state x8"
export IMPL_hold_viol=0
export IMPL_top_area_frac=0.432
export IMPL_h_tree_depth=1
export IMPL_largest_register_ffs=8
export IMPL_ir_drop_v=0.000296
export IMPL_cp_start_kind="flip-flop"
export IMPL_startpoint="state[7]"
export IMPL_avgSynthCellArea_sq_um=9.89
export IMPL_ys_types=20
export IMPL_die_w_microns=86
export IMPL_numCtsBuffers=3
export IMPL_place_congestion=0.741
export IMPL_drt_initial_drc_count=47
export IMPL_final_core_util=0.211
export IMPL_grt_pass1_wl_microns=2350
export IMPL_crit_arrival_ns=1.10
export IMPL_fillers=444
export IMPL_fp_util=0.0985
export IMPL_topCellsByArea="dfrtp_1 (43%), dfstp_2 (6.5%), nand3b_1 (5.6%), nor3b_1 (5.6%), a21oi_1 (3.7%)"
export IMPL_ys_cells=41
export IMPL_area_growth_syn_to_layout_pct=114
export IMPL_regMostFlops="state"
export IMPL_max_cap_viol_count=0
export IMPL_fin_skew_ns=0.00308
export IMPL_layout_min_cycle_time_ns=1.32
export IMPL_routedWlPerCell_microns=11.5
export IMPL_antenna_cells=0
export IMPL_ys_seq_share=0.497
export IMPL_grt_pass1_vias=486
export IMPL_tool_warnings=28
export IMPL_core_area_sq_um=4120
export IMPL_violations="negative setup slack"
export IMPL_ant_nets=0
export IMPL_die_y_microns=86
export IMPL_cts_sinks=8
export IMPL_slew_viol_final=0
export IMPL_outcome="complete, but fails checks"
export IMPL_setup_violations_final=5
export IMPL_placed_cell_area_sq_um=718
export IMPL_netlist_instances=41
export IMPL_hp_class="in -> async"
export IMPL_p_per_area_nw_per_um2=890
-- kinds of logic (layout without fill, tap and decap cells) --
group	count (synthesis)	after routing	share of synthesized area
simple gates	17	17	0.244
compound gates	9	9	0.142
flops	8	8	0.497
buf+inv	5	45	0.0833
other cells	1	2	0.00925
mux	1	1	0.0247
-- report_power, final --
group	switching [W]	internal, W
Clock	0.000111	0.000251
Sequential	0.00000167	0.000298
Combinational	0.0000413	0.0000703
-- per-stage QoR --
step	total power [W]	TNS [ns]	hold WS, ns	std cells	setup WS, ns
6_report	0.000773	-0.852	0.268	132	-0.224
2_1_floorplan	0.000334	-0.123	-0.0756	42	-0.123
3_3_place_gp	0.000410	-3.06	0.512	119	-0.430
3_5_place_dp	0.000411	-3.21	0.519	119	-0.463
5_1_grt	0.000814	-1.06	0.295	132	-0.276
4_1_cts	0.000783	-1.12	0.275	131	-0.234
-- worst paths after layout --
check                                end  depth (start not counted)
max                        write_enb_reg                          4
min                             state[4]                          1
max reg2reg                     state[1]                          6
min reg2reg                     state[0]                          2
max in group asynchronous       state[0]                          1
min in group clk0               state[1]                          3
-- timing repair --
action / in CTS / in global routing
resized: 27 / 12
setup endpoints to repair: 14 / 9
hold buffers: 0 / 0
endpoints found under the hold margin: 0 / 0
setup buffers: 8 / 4
pin swaps: 5 / 4
-- cells in the mapped netlist --
cell type and count:
a21oi_1 3, or3_4 1, nor2_1 4, a31oi_1 1
a21o_1 1, nand3b_1 3, nor3_1 2, nand2_1 3
buf_6 1, o21ai_0 2, conb_1 1, a311oi_1 1
dfrtp_1 7, buf_4 2, dfstp_2 1, inv_1 2
nand2b_1 1, nor3b_1 3, a221o_1 1, mux2i_1 1
-- critical path, stage by stage (launching register included) --
cell and delay (ns):
dfrtp_1 0.38, nor3_2 0.21, buf_4 0.15, nand2b_4 0.05, buf_6 0.10
-- final cells by class --
type	instances	area, sq um	share of cell area
Timing Repair Buffer	39	352	0.405
Tap cell	50	62.6	0.0720
Multi-Input combinational cell	29	200	0.231
Clock buffer	4	45.0	0.0519
Sequential cell	8	201	0.232
Inverter	2	7.51	0.00865
-- layer usage --
| layer | wire [microns] | vias to the layer above | GRT usage | part of all wire |
|---|---|---|---|---|
| met2 | 647 | 25 | 0.0514 | 0.43 |
| met1 | 702 | 202 | 0.0571 | 0.46 |
| met4 | 19 | 0 | 0.00898 | 0.013 |
| met5 | 0 | - | 0 | 0 |
| li1 | - | 224 | - | - |
| met3 | 144 | 2 | 0.0143 | 0.095 |
No activity file was given, so power comes from the tool's default toggle rates.
