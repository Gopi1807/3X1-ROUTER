==> flow/design.v <==
module router_synchronizer (
    input clk,
    input resetn,
    input detect_add,
    input [1:0] data_in,
    input write_enb_reg,
    input full_0, full_1, full_2,
    input empty_0, empty_1, empty_2,
    input read_enb_0, read_enb_1, read_enb_2,
    output reg fifo_full,
    output reg vld_out_0, vld_out_1, vld_out_2,
    output reg write_enb,
    output reg soft_reset_0, soft_reset_1, soft_reset_2
);
    reg [4:0] counter_0, counter_1, counter_2;  
    always @(*) begin
        case (data_in)
            2'b00: fifo_full = full_0;
            2'b01: fifo_full = full_1;
            2'b10: fifo_full = full_2;
            default: fifo_full = 0;
        endcase
    end
    always @(*) begin
        vld_out_0 = ~empty_0;
        vld_out_1 = ~empty_1;
        vld_out_2 = ~empty_2;
    end
    always @(*) begin
        write_enb = write_enb_reg;
    end
    always @(posedge clk or negedge resetn) begin
        if (!resetn) begin
            soft_reset_0 <= 0;
            counter_0 <= 0;
        end else begin
            if (vld_out_0 && !read_enb_0) begin
                counter_0 <= counter_0 + 1;
                if (counter_0 >= 30) begin
                    soft_reset_0 <= 1;
                    counter_0 <= 0;
                end
            end else begin
                soft_reset_0 <= 0;
                counter_0 <= 0;
            end
        end
    end
    always @(posedge clk or negedge resetn) begin
        if (!resetn) begin
            soft_reset_1 <= 0;
            counter_1 <= 0;
        end else begin
            if (vld_out_1 && !read_enb_1) begin
                counter_1 <= counter_1 + 1;
                if (counter_1 >= 30) begin
                    soft_reset_1 <= 1;
                    counter_1 <= 0;
                end
            end else begin
                soft_reset_1 <= 0;
                counter_1 <= 0;
            end
        end
    end
    always @(posedge clk or negedge resetn) begin
        if (!resetn) begin
            soft_reset_2 <= 0;
            counter_2 <= 0;
        end else begin
            if (vld_out_2 && !read_enb_2) begin
                counter_2 <= counter_2 + 1;
                if (counter_2 >= 30) begin
                    soft_reset_2 <= 1;
                    counter_2 <= 0;
                end
            end else begin
                soft_reset_2 <= 0;
                counter_2 <= 0;
            end
        end
    end
endmodule
==> flow/run.sh <==
#!/bin/bash
# OpenROAD 26Q1-2900-gdf79404cd8, Yosys 0.63+post, stock flow scripts
make -C /OpenROAD-flow-scripts/flow DESIGN_CONFIG=/design/flow/config.mk WORK_HOME=/design/flow/orfs finish
==> flow/config.mk <==
export PLATFORM = sky130hd
export DESIGN_NAME = router_synchronizer
export DESIGN_NICKNAME = router_synchronizer
export VERILOG_FILES = /design/flow/design.v
export SDC_FILE = /design/flow/constraint.sdc
export NUM_CORES = 4
export LEC_CHECK = 1
export CORE_AREA = 10 10 87 87
export DIE_AREA = 0 0 97 97
==> flow/constraint.sdc <==
current_design router_synchronizer

set clk_period 1.2
set clk_io_pct 0.2

create_clock -name clk0 -period $clk_period [get_ports {clk}]

set non_clock_inputs [all_inputs -no_clocks]
set_input_delay [expr $clk_period * $clk_io_pct] -clock clk0 $non_clock_inputs
set_output_delay [expr $clk_period * $clk_io_pct] -clock clk0 [all_outputs]
==> deck_impl_summary.md <==
Flow Results at a Glance

Outcome
  – Status: complete, no violations

Final layout
  – Layout cells sized above 1: between 20 and 30%
  – Layout fillers: 583
  – Synth-to-layout area growth: 50.5%
  – Final core utilization: around 23%
  – Final cell count without fillers: 181
  – Logic area: 425 um2
  – Flop area: 450 um2
  – Post-route cell area: 1280 um2

Timing
  – Period utilization: between 90% and 100%
  – Final hold viol count: 0
  – Slew margin rel.: 84.1%
  – RSZ-0062 raised after global routing: yes
  – Fin. max-slew vios: 0
  – Slew at the pin closest to its max-slew limit: 0.238 ns
  – Hold Slack: 0.312 ns
  – Peak Freq: 0.869 GHz
  – Min Clock Period, post-route: 1.15 ns
  – Final Setup Violations: 0
  – Setup Skew: 0.00237 ns

Synthesis
  – Yosys Instances: 79
  – Biggest area consumer among synthesized cells: dfrtp_1
  – Average cell area after synthesis: 10.8 um2
  – Main area contributors: dfrtp_1 (53%), ha_1 (8.8%), nor2_1 (7.9%), xor2_1 (6.2%), o2111ai_2 (5.3%)
  – YS chip area: 852 um2
  – Synth flops: 18
  – Yosys warnings: 1
  – Seq share, synth: a little over half
  – Gate Count Post-Synth: 79
  – Top cell area share: 52.9%
  – Mapped cell area: approximately 850 um2
  – Cell Type Count: 14

Global route
  – Vias in the first global route: 612
  – Initial antenna violation count: 0
  – GRT Resource Usage Total: 3.43%
  – Global route overflow: 0
  – Largest net degree at the start of global routing: 19
  – First-pass GRT wire length: 2820 um

CTS
  – Bufs on Longest Clock Path: 2
  – CTS tree: yes
  – CTS H-tree depth: 1
  – Clk Latency, worst-skew pair: roughly 0.25 ns
  – TritonCTS buffer count: 3
  – Clock-pin slew on the worst setup and hold paths: 0.07 ns
  – Clock root buffer: clkbuf_8
  – CTS sink cnt: 18

Critical path
  – CP Max Fanout: 5
  – CP Class: register to register
  – Critical path launch point type: register
  – WP data required: between 1 and 1.5 ns
  – Critical path endpoint category: register
  – CP arrival: between 1 and 1.5 ns

Pwr
  – Power consumption: 0.00123 W
  – Power Density: between 900 and 1000 nW/um2
  – VDD IR max: 0.341 mV
  – Leakage power: 0.560 nW

Place
  – Input/output buffers: 19
  – Dpl cell area: 1130 um2
  – Final Wtd Congestion: 0.747
  – Placed cells: 170
  – Dpl hpwl: 1230 um

Floorplanning
  – Core region area: 5640 um2
  – Die ar.: 9410 um2
  – FP Util: 15.1%
  – Row cnt: 27
  – Die height: 97 um
  – Die Wd: 97 um
  – Ports: 23

Routing
  – Drt drc: 0
  – ANT cells: 0
  – Routed Antenna Nets: 0
  – Initial DRT Pass Iterations: 2
  – Per-cell routed wire length: slightly above 9 um
  – WL final: 1670 um
  – Starting DRT DRC Count: 19
  – Via count: 608
  – Via-to-Cell Ratio: approximately 3.4

Min path
  – HP Class: primary input to async pin

Flow run
  – Tool warnings: 30
  – Max-Cap Viols: 0
-- worst max-delay path: stages (launching register included) --
cell,delay [ns]
dfrtp_1,0.39
inv_1,0.06
ha_2,0.20
o2111ai_4,0.23
nand2_4,0.10
nor2_2,0.11
-- final timing paths --
path / cells past startpoint / end / slack, ns / from
max: 5 / counter_1[1] / 0.05 / counter_1[0]
min: 2 / counter_0[0] / 0.31 / resetn
max reg2reg: 5 / counter_1[1] / 0.05 / counter_1[0]
min reg2reg: 1 / counter_2[0] / 0.48 / counter_2[0]
max in group asynchronous: 2 / counter_2[2] / 0.69 / resetn
min in group clk0: 3 / soft_reset_0 / 0.42 / empty_0
-- state kept, by name, indices dropped and copies added, names as in the netlist --
signal / cells
counter_0: 5
counter_1: 5
counter_2: 5
soft_reset_0: 1
soft_reset_1: 1
soft_reset_2: 1
-- cell type report --
| class | count | area share, % |
|---|---|---|
| repair buffers | 27 | 17.8 |
| multi-input cells | 51 | 33.2 |
| clock buffers | 4 | 4.29 |
| inverters | 9 | 2.63 |
| flip-flops and latches | 18 | 35.1 |
| well taps | 72 | 7.02 |
-- cell usage after synthesis (all sizes together) --
cell,count
dfrtp,18
nand2,3
xor2,6
buf,1
nand3b,1
inv,9
o2111ai,3
ha,6
o21ai,1
nand3,6
mux2i,1
a21boi,3
xnor2,3
nor2,18
-- placed cells by master (no fill, tap or decap), drive strengths merged --
cell type,netlist,routed
dfrtp,18,18
nor2,18,18
dlygate4sd2,0,14
inv,9,9
buf,1,9
xor2,6,6
nand3,6,6
ha,6,6
clkbuf,0,4
clkdlybuf4s50,0,4
xnor2,3,3
a21boi,3,3
o2111ai,3,3
nand2,3,3
mux2i,1,1
nand3b,1,1
o21ai,1,1
-- where the power goes --
| group | switching (W) | internal, W |
|---|---|---|
| sequential | 0.00000952 | 0.000616 |
| clock | 0.000199 | 0.000291 |
| combinational | 0.0000521 | 0.0000644 |
-- per-stage QoR --
stage | setup TNS, ns | worst slack (ns)
2_1_floorplan | 0 | 0.160
3_3_place_gp | -1.13 | -0.460
3_5_place_dp | -1.20 | -0.518
4_1_cts | 0 | 0.0139
5_1_grt | -0.218 | -0.0367
6_report | 0 | 0.0486
-- routing by layer --
layer	routed length (um)	GRT usage, %
met1	722	4.08
met2	885	6.08
met3	45	0.860
met4	16	0.676
met5	0	0
-- kinds of logic after synthesis --
logic type	count (synthesis)	share of synthesized area, %
XOR/XNOR	9	9.25
AND-OR/OR-AND	7	8.52
multiplexers	1	1.17
AND/OR/NAND/NOR	28	14.5
flip-flops	18	52.9
adder cells (fa/ha/maj)	6	8.81
buffers and inverters	10	4.85
-- what timing repair did --
| item | CTS | global route |
|---|---|---|
| gates resized | 18 | 16 |
| pin swaps | 1 | 14 |
| setup endpoints to repair | 7 | 16 |
| buffers inserted | 1 | 6 |
| hold buffers | 0 | 0 |
Power is estimated from default activity; no workload was simulated.
